$ cat flow/constraint.sdc
current_design remover

set clk_period 3.3
set clk_io_pct 0.2

create_clock -name clk0 -period $clk_period [get_ports {HCLK}]

set non_clock_inputs [all_inputs -no_clocks]
set_input_delay [expr $clk_period * $clk_io_pct] -clock clk0 $non_clock_inputs
set_output_delay [expr $clk_period * $clk_io_pct] -clock clk0 [all_outputs]
$ cat flow/run.sh
#!/bin/bash
# OpenROAD 26Q1-2900-gdf79404cd8, Yosys 0.63+post, stock flow scripts
make -C /OpenROAD-flow-scripts/flow DESIGN_CONFIG=/design/flow/config.mk WORK_HOME=/design/flow/orfs finish
$ cat flow/config.mk
export PLATFORM = sky130hd
export DESIGN_NAME = remover
export DESIGN_NICKNAME = remover
export VERILOG_FILES = /design/flow/design.v
export SDC_FILE = /design/flow/constraint.sdc
export NUM_CORES = 4
export LEC_CHECK = 1
export CORE_AREA = 10 10 72 72
export DIE_AREA = 0 0 82 82
$ cat flow/design.v
module remover (
    input HCLK,
    input HSYNC,
    input HRESETn,
    input [7:0] data,
    output reg [7:0] VGA_data
);
    reg [15:0] comparator;
    reg IGNITION;
    reg STATE;
    reg [1:0] COUNTER;
    always @(posedge HCLK) begin
        if(!HRESETn) begin
        comparator = 0;
        STATE = 0;
        IGNITION = 0;
        VGA_data = 0; 
        end
        else begin
        if(HSYNC) begin
        comparator[15:8] = comparator[7:0];
        comparator[7:0] = data;
        if(COUNTER != 2) COUNTER = COUNTER + 1;
        else STATE = 1;
        case (STATE)
           0 :
            begin
                VGA_data = 0;
            end
           1 : 
            begin
                if(comparator[15] == comparator[7]) IGNITION = IGNITION;
                else IGNITION = ~IGNITION;
                if(IGNITION == 0) VGA_data = 0;
                else VGA_data = data;
            end
        endcase
        end
        end
    end
endmodule
==> deck_impl_summary.md <==
Run Summary

Final timing
  • Final setup skew: 0.00221 ns
  • Post-layout period usage: 61.2%
  • Max-slew violation count: 0
  • Max frequency: 0.495 GHz
  • Slew margin rel.: 68.8%
  • Unrepaired setup endpoints after global routing: no
  • Post-route setup slack: 1.28 ns
  • Final hold vios: 0
  • Worst Max-Slew Pin Slew: 0.467 ns
  • Final TNS setup: 0 ns
  • # setup viols final: 0
  • Fin crit period: 2.02 ns

Detailed routing
  • Routed WL: 1.30 mm
  • # diodes: 0
  • Drc violations: 0
  • Initial DRC Count: 11
  • Antenna Nets Post-Route: 0
  • Via count: 441
  • Vias/cell: 3.56
  • Wirelength per Cell: 10.5 µm
  • Detailed Routing Iterations Pass 1: 2

Finish
  • Layout overhead on the synthesized area: 48.3%
  • Share of cells above drive strength 1: 15.8%

Logic synthesis
  • Top_reg_cell synth: dfxtp_1
  • Count of state elements after synthesis: 13
  • Average size of a mapped cell: 10.3 µm²
  • Distinct lib cells: 19
  • Most frequent cells after synthesis: 11 x dfxtp_1, 8 x o21ai_2, 7 x nand2_1, 7 x nand3b_1
  • Post-synthesis cell area: 576 µm²
  • Main area contributors: dfxtp_1 38%, o21ai_2 12%, edfxtp_1 10%
  • Seq share, synth: 48.7%
  • Gate Count Post-Synth: 56
  • Synth top cell by count: dfxtp_1
  • Post-synth ARST share: 0%
  • Dominant cell area share: 38.3%
  • Yosys Chip Area: 576 µm²
  • Area leader, netlist: dfxtp_1
  • Ys cells: 56
  • Yosys warns: 1
  • Post-synth EDFFs: 2

Placed design
  • RePlAce Congestion: 0.695
  • HPWL after DPL: 1.02 mm
  • PortBufs: 18
  • Post-Place Setup Slack: 0.992 ns

Global route
  • Layer with the highest usage: met2
  • M1 GR Usage: 5.50%
  • Vias in the first global route: 449
  • Largest net degree at the start of global routing: 16
  • Met3 Use GR: 1.98%
  • Total GRT Usage: 4.21%
  • Congestion Overflow GR: 0
  • Global-route wire length before repair: 2.23 mm
  • Initial antenna violation count: 0
  • Met2 GRT Util: 6.19%

CTS
  • Root buffer cell: clkbuf_8
  • Resize count post-CTS: 0
  • TritonCTS buffer count: 3
  • H-tree depth: 1
  • Clk sink count: 13
  • Worst-path clk slew: 0.05 ns
  • CTS tree: done
  • Clock Tree Buf Depth: 2
  • Postcts setup bufs: 0
  • Worst skew pair latency: 0.24 ns
  • Hold buffers post-CTS: 0

Critical path
  • FF-to-FF setup slack: 1.97 ns
  • Worst setup EP type: flip-flop
  • Worst Path Max Fanout: 15
  • Critical path data arrival time: 1.93 ns
  • Critical Path Start Type: primary input
  • Critical path class: primary input to flip-flop
  • Critical Path RT: 3.21 ns

Pwr
  • Gate power share: 12.2%
  • Leakage power: 0.304 nW
  • Clock share of power: 39.6%
  • Sw Pwr: 74.9 µW
  • Sequential share of power: 48.2%
  • Worst IR drop on VDD: 0.167 mV
  • P per Cell Area: 413 nW/µm²
  • Net Sw Frac: 21.3%
  • Pint: 278 µW

Floorplan
  • Rows: 22
  • Core footprint: 3690 µm²
  • DIE HEIGHT: 82 µm
  • Total die size: 6720 µm²
  • Fp util: 15.6%
  • I/O Pins: 19
  • Die X: 82 µm

Flow run
  • Max Cap Viol: 0
  • Tool warnings: 25

Status
  • Status: completed

Worst hold path
  • Hold crit path type: flip-flop to flip-flop
==> worst max-delay path, stage by stage <==
cell             delay [ns]
clkdlybuf4s50_1        0.76
inv_1                  0.18
nor3b_1                0.33
==> layer usage <==
metal,vias to the layer above,wire length [µm]
met2,13,542
met3,4,92
met5,-,0
met1,192,637
li1,232,-
met4,0,32
==> metrics by stage <==
stage / util, % / hold slack, ns / area (µm²) / std cells / power [mW]
after floorplan: - / 0.435 / 576 / 56 / 0.194
after global placement: 21.9 / 0.474 / 808 / 120 / 0.216
after detailed placement: 21.9 / 0.464 / 808 / 120 / 0.217
after CTS: 23.1 / 0.474 / 853 / 124 / 0.359
after global routing: 23.1 / 0.512 / 853 / 124 / 0.369
final: 23.1 / 0.470 / 853 / 124 / 0.352
==> final timing paths <==
check                            startpoint          end  cells past startpoint
worst min register to register  VGA_data[7]  VGA_data[7]                      2
worst max register to register   COUNTER[0]     IGNITION                      5
worst min-delay path            VGA_data[7]  VGA_data[7]                      2
worst max-delay path                HRESETn   COUNTER[0]                      3
==> sequential cells by signal, summed over array words and instances, names as in the netlist <==
signal      flops
COUNTER         2
VGA_data        8
comparator      1
STATE           1
IGNITION        1
==> power groups by stage <==
stage	Clock, mW	Combinational, mW	Sequential (mW)
CTS	0.145	0.0438	0.170
global route	0.150	0.0481	0.171
finish	0.140	0.0429	0.170
==> area by class of cell <==
type | instances | area, µm²
multi-input combinational | 38 | 277
timing repair buffer | 18 | 180
inverter | 3 | 11.3
sequential | 13 | 280
tap | 48 | 60.1
clock buffer | 4 | 45.0
fill | 415 | 2840
==> cells by family after synthesis <==
family | Yosys count | share of synthesized area [%]
AND-OR/OR-AND | 13 | 17.2
multiplexers | 1 | 1.74
flip-flops | 13 | 48.7
buffers and inverters | 5 | 3.26
adder cells (fa/ha/maj) | 1 | 2.17
XOR/XNOR | 3 | 6.96
AND/OR/NAND/NOR | 20 | 20.0
==> cells in the final DEF, fill, tap and decap left out, types with 2 or more instances in the layout <==
| cell type | synthesis | final |
|---|---|---|
| nand3b_1 | 7 | 7 |
| dfxtp_1 | 11 | 11 |
| edfxtp_1 | 2 | 2 |
| nand2_1 | 7 | 7 |
| a21oi_1 | 3 | 3 |
| xnor2_1 | 2 | 2 |
| inv_1 | 3 | 3 |
| clkdlybuf4s50_1 | 0 | 18 |
| o21ai_2 | 8 | 8 |
| nor2_1 | 2 | 2 |
| clkbuf_8 | 0 | 3 |
Power and IR drop assume default switching activity.
